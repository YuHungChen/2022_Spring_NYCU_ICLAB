[config.mk]
export PLATFORM = sky130hd
export DESIGN_NAME = CC
export DESIGN_NICKNAME = CC
export VERILOG_FILES = /design/flow/design.v
export SDC_FILE = /design/flow/constraint.sdc
export NUM_CORES = 4
export LEC_CHECK = 1
export CORE_UTILIZATION = 30
[constraint.sdc]
current_design CC

set clk_period 52.9
set clk_io_pct 0.2

create_clock -name clk0 -period $clk_period

set non_clock_inputs [all_inputs -no_clocks]
set_input_delay [expr $clk_period * $clk_io_pct] -clock clk0 $non_clock_inputs
set_output_delay [expr $clk_period * $clk_io_pct] -clock clk0 [all_outputs]
[design.v]
package usertype;
typedef enum logic  [3:0] { No_action	= 4'd0 ,
                            Buy			= 4'd1 ,
							Sell		= 4'd2 ,
							Deposit		= 4'd4 , 
							Use_item	= 4'd6 ,
							Check 		= 4'd8 ,
							Attack      = 4'd10
							}  Action ;
typedef enum logic  [3:0] { No_Err       		= 4'd0 ,
                            Already_Have_PKM	= 4'd1 ,
							Out_of_money		= 4'd2 ,
							Bag_is_full			= 4'd4 , 
							Not_Having_PKM	    = 4'd6 ,
						    Has_Not_Grown	    = 4'd8 ,
							Not_Having_Item		= 4'd10 ,
							HP_is_Zero			= 4'd13
							}  Error_Msg ;
typedef enum logic  [3:0] { No_type			= 4'd0 ,
							Grass		 	= 4'd1 ,
							Fire	     	= 4'd2 ,
                            Water	     	= 4'd4 , 
							Electric     	= 4'd8 ,
							Normal			= 4'd5
							}  PKM_Type ;
typedef enum logic  [3:0] { No_stage		= 4'd0 ,
							Lowest		 	= 4'd1 ,
							Middle	     	= 4'd2 ,
                            Highest	     	= 4'd4  
							}  Stage ;
typedef enum logic  [3:0] { No_item			= 4'd0 ,
							Berry	       	= 4'd1 ,
							Medicine      	= 4'd2 ,
							Candy			= 4'd4 ,
                            Bracer	     	= 4'd8 ,
							Water_stone		= 4'd9 ,
							Fire_stone		= 4'd10,
							Thunder_stone	= 4'd12
							}  Item ;
typedef enum logic  [1:0] { No_stone		= 2'd0 ,
							W_stone    		= 2'd1 ,
							F_stone     	= 2'd2 ,
							T_stone			= 2'd3 
							}  Stone ;
typedef logic [7:0] Player_id;
typedef logic [3:0] Item_num;
typedef logic [13:0] Money;
typedef logic [15:0] Money_ext;
typedef logic [7:0] HP;
typedef logic [7:0] ATK;
typedef logic [7:0] EXP;
typedef struct packed {
	Item_num	berry_num;
	Item_num	medicine_num;
	Item_num	candy_num;
	Item_num	bracer_num;
	Stone		stone;
	Money		money;
} Bag_Info; 
typedef struct packed {
	Stage		stage;
	PKM_Type	pkm_type;
	HP			hp;
	ATK			atk;
	EXP			exp;
} PKM_Info; 
typedef struct packed {
	Bag_Info	bag_info;
	PKM_Info	pkm_info;
} Player_Info; 
typedef union packed{ 
	Money_ext	d_money;
	Player_id	[1:0]d_id;
    Action		[3:0]d_act;
	PKM_Type	[3:0]d_type;
	Item		[3:0]d_item;
} DATA;
typedef enum logic [2:0] {
	ST_IN 	 	= 3'b000,
	ST_BUY		= 3'b001,
	ST_SELL	    = 3'b010,
	ST_DEPOSIT  = 3'b011,
	ST_CHECK	= 3'b100,
	ST_USE_ITEM = 3'b101,
	ST_ATTACK   = 3'b110,
	ST_OUTPUT   = 3'b111
} state ;
endpackage
import usertype::*;  
`timescale 1ns / 1ps
module CC(out_n , in_n0 , in_n1 , in_n2 , in_n3 , in_n4 , in_n5, opt,  equ  );
output signed [9:0] out_n ;
input [3:0] in_n0 , in_n1 , in_n2 , in_n3 , in_n4 , in_n5 ;
input [2:0] opt ;
input equ ; 
wire signed[4:0]first_out_0, first_out_1, first_out_2, first_out_3, first_out_4,first_out_5;
wire signed[4:0]second_out_0, second_out_1, second_out_2, second_out_3, second_out_4, second_out_5 ;
wire signed[4:0]tmp_0, tmp_1, tmp_2, tmp_3,tmp_4, tmp_5 ;
wire signed[4:0]out_0, out_1, out_2, out_3, out_4, out_5 ;
wire signed[4:0]sort_0, sort_1, sort_2, sort_3, sort_4, sort_5 ;
wire signed[4:0]new_out_0 ,new_out_1 ,new_out_2 ,new_out_3 ,new_out_4 ,new_out_5 ; 
wire signed [4:0] value0, value1, value2, value3, value4, value5 ;
assign   value0 = (opt[0])? {in_n0[3],in_n0} : {1'b0, in_n0} ;
assign   value1 = (opt[0])? {in_n1[3],in_n1} : {1'b0, in_n1} ;
assign   value2 = (opt[0])? {in_n2[3],in_n2} : {1'b0, in_n2} ;
assign   value3 = (opt[0])? {in_n3[3],in_n3} : {1'b0, in_n3} ;
assign   value4 = (opt[0])? {in_n4[3],in_n4} : {1'b0, in_n4} ;
assign   value5 = (opt[0])? {in_n5[3],in_n5} : {1'b0, in_n5} ;
two_comparator U0 (.in0(value0),
                 .in1(value1),
                 .out0(first_out_0),
                 .out1(second_out_0) ) ;
two_comparator U1 (.in0(value2),
                 .in1(value3),
                 .out0(first_out_1),
                 .out1(second_out_1) ) ;
two_comparator U2 (.in0(value4),
                 .in1(value5),
                 .out0(first_out_2),
                 .out1(second_out_2) ) ;
two_comparator U3 (.in0(first_out_0),
                 .in1(first_out_1),
                 .out0(first_out_3),
                 .out1(second_out_3) ) ;
two_comparator U4 (.in0(second_out_1),
                 .in1(first_out_2),
                 .out0(first_out_4),
                 .out1(second_out_4) ) ;
two_comparator U5 (.in0(second_out_0),
                 .in1(second_out_2),
                 .out0(first_out_5),
                 .out1(second_out_5) ) ;
two_comparator U6 (.in0(first_out_3),
                 .in1(first_out_4),
                 .out0(out_0),
                 .out1(tmp_0) ) ;
two_comparator U7 (.in0(second_out_3),
                 .in1(first_out_5),
                 .out0(tmp_1),
                 .out1(tmp_2) ) ;
two_comparator U8 (.in0(second_out_4),
                 .in1(second_out_5),
                 .out0(tmp_3),
                 .out1(out_5) ) ;
two_comparator U9 (.in0(tmp_0),
                 .in1(tmp_1),
                 .out0(out_1),
                 .out1(tmp_4) ) ;
two_comparator U10 (.in0(tmp_2),
                 .in1(tmp_3),
                 .out0(tmp_5),
                 .out1(out_4) ) ;
two_comparator U11 (.in0(tmp_4),
                 .in1(tmp_5),
                 .out0(out_2),
                 .out1(out_3) ) ;
descending U13     (.order(opt[1]),
                  .in0(out_0),
                  .in1(out_1), 
                  .in2(out_2),
                  .in3(out_3),  
                  .in4(out_4),
                  .in5(out_5),
                  .out_0(sort_0),
                  .out_1(sort_1),    
                  .out_2(sort_2),
                  .out_3(sort_3),
                  .out_4(sort_4),
                  .out_5(sort_5)          );
MovAverage_or_normalization U12 ( .MovAverage(opt[2]),
                              .in0(sort_0),
                              .in1(sort_1), 
                              .in2(sort_2),
                              .in3(sort_3),  
                              .in4(sort_4),
                              .in5(sort_5),
                              .out_0 (new_out_0) ,
                              .out_1 (new_out_1) ,
                              .out_2 (new_out_2) ,
                              .out_3 (new_out_3) ,
                              .out_4 (new_out_4) ,
                              .out_5 (new_out_5)  ) ; 
compute_out U14 (   .out_n (out_n),
                  .equ  (equ) , 
                  .in0(new_out_0),
                  .in1(new_out_1), 
                  .in2(new_out_2),
                  .in3(new_out_3),  
                  .in4(new_out_4),
                  .in5(new_out_5) ) ;
endmodule
module two_comparator(in0,in1,out0,out1);
input signed [4:0] in0 , in1 ;
output reg signed [4:0]out0, out1;
always@(in0, in1)
begin
    if (in0 < in1 )
         begin
            out0 = in1 ;
            out1 = in0 ;
         end
    else
        begin
            out0 = in0 ;
            out1 = in1 ; 
        end
end
endmodule
module MovAverage_or_normalization(out_0 , out_1, out_2, out_3, out_4, out_5,
                                 MovAverage,
                                in0 , in1 , in2 , in3 , in4 , in5 
                                );
output wire signed[4:0] out_0 , out_1, out_2, out_3, out_4, out_5 ;
input MovAverage;
input signed[4:0] in0 , in1 , in2 , in3 , in4 , in5;
wire signed[4:0] sign_out_[1:5] ;
assign sign_out_[1] = ( in0 * 2 + in1)/3 ;
assign sign_out_[2] = (sign_out_[1] * 2 + in2)/3 ;
assign sign_out_[3] = (sign_out_[2] * 2 + in3)/3 ;
assign sign_out_[4] = (sign_out_[3] * 2 + in4)/3 ;
assign sign_out_[5] = (sign_out_[4] * 2 + in5)/3 ;
wire signed[4:0] normalize_1 ,normalize_2, normalize_3, normalize_4, normalize_5 ;
assign normalize_1 = in1 - in0 ;
assign normalize_2 = in2 - in0 ; 
assign normalize_3 = in3 - in0 ;
assign normalize_4 = in4 - in0 ;
assign normalize_5 = in5 - in0 ;
assign out_0 = (MovAverage) ? in0 : 5'b0 ;
assign out_1 = (MovAverage) ? sign_out_[1] : normalize_1 ;
assign out_2 = (MovAverage) ? sign_out_[2] : normalize_2 ;
assign out_3 = (MovAverage) ? sign_out_[3] : normalize_3 ;
assign out_4 = (MovAverage) ? sign_out_[4] : normalize_4 ;
assign out_5 = (MovAverage) ? sign_out_[5] : normalize_5 ;
endmodule
module descending(order, in0 ,in1 ,in2 ,in3 ,in4 ,in5 , out_0, out_1, out_2, out_3, out_4, out_5);
input order ;
input  signed[4:0] in0 , in1 , in2 , in3 , in4 , in5;
output reg signed [4:0] out_0, out_1, out_2, out_3, out_4, out_5;
always@(*)
begin
    if(order)
        begin
            out_0 = in0 ;
            out_1 = in1 ;
            out_2 = in2 ;
            out_3 = in3 ;
            out_4 = in4 ;
            out_5 = in5 ;
        end
    else
        begin
            out_0 = in5 ;
            out_1 = in4 ;
            out_2 = in3 ;
            out_3 = in2 ;
            out_4 = in1 ;
            out_5 = in0 ;
        end
end
endmodule
module compute_out( out_n,
                  equ, 
                  in0 , in1 , in2 , in3 , in4 , in5);
output reg signed [9:0]out_n;
input  signed[4:0] in0 , in1 , in2 , in3 , in4 , in5 ;
input equ ; 
wire signed[4:0] temp ;
assign temp = in1-in0 ;
always @(*)
begin
     if(equ)
		 if ( (temp[4]) ^ (in5[4]) )
			out_n = (in0 -in1) * (in5) ;
		else
			out_n = (in1- in0) * ( in5 ) ;
     else
        out_n = ( (in3 + in4*4) * ( in5 ))/ 3 ;
end
endmodule
[run.sh]
#!/bin/bash
# OpenROAD 26Q1-2900-gdf79404cd8, Yosys 0.63+post, stock flow scripts
make -C /OpenROAD-flow-scripts/flow DESIGN_CONFIG=/design/flow/config.mk WORK_HOME=/design/flow/orfs finish
==> results.yml <==
# synthesis and place-and-route metrics
place:
  place_area_um2: 24330
  io_buffers: 38
  gp_congestion: 0.9682
  dp.cells: 3766
  hpwl_um: 44370
final_timing:
  tns_ns: -30.99
  grt_setup_unrepaired: "yes"
  finalClockPeriodUsage_pct: 106.2
  hold_slack_ns: 22.31
  slew_violations: 0
  fin_crit_ns: 56.20
  worst_slack_ns: -3.305
  setup_violations: 10
  final_hold_viol_count: 0
  slew_headroom_pct: 47.62
  tightestPinTransition_ns: 0.7832
  fmax_mhz: 17.79
cts:
  hold_buffers: 0
logic_synthesis:
  synth_top_area_share_pct: 13.65
  avgSynthCellArea_um2: 7.083
  yosys-top-cells-area: "ha_1 (14%), fa_1 (9.9%), mux2i_1 (6.5%)"
  ys_chip_area_um2: 16230
  yosysTopAreaCell: "ha_1"
  netlist_instances: 2291
  synth.distinct_cells: 116
  ys_seq_share_pct: 0
  mappedNetlistArea_um2: 16230
  ys_cells: 2291
  synth_warnings: 4
critical_path:
  crit_path_max_fanout: 7
  path_delay_family: "AND-OR/OR-AND gates"
  start_kind: "input port"
  cp_num_buf_inv: 40
  worst_setup_path_end_kind: "output port"
  crit_type: "in -> out"
  required_ns: 42.32
  cp_common_cell: "ha_4"
  arrival_ns: 45.62
  slowest_stage: "fa_1"
  cp_slowest_stage_delay_ns: 0.53
drt:
  first_iter_violations: 1025
  routed_wl_um: 56890
  wl_per_cell_um: 14.19
  remaining_drc_errors: 0
  ant_nets: 0
  n_antenna_cell: 0
  firstDrtPassIters: 5
  viasPerCell: 5.124
  vias: 20540
finish:
  drive_gt1_share_pct: 48.21
  register_area_um2: 0
  area.growth.synth_to_final_pct: 72.52
  layout_top_cell: "buf_4"
  layout.filler_cells: 4524
  clkbuf_count: 0
  logic_area_um2: 17550
  ff_count: 0
  fin_area_um2: 27990
  mostFrequentLayoutCells: "buf_4 (1023), inv_1 (227), nand2_1 (188)"
  stdcell_count: 4009
floorplan:
  fp-utilization_pct: 30.63
  fp.dieW_um: 234.6
  num_io_pins: 38
  fp.dieH_um: 234.6
  num_rows: 84
  core_um2: 52970
  die_area_um2: 55020
status:
  failed_checks: "setup timing"
  outcome: "finished, violations left"
global_route:
  grt_pass1_vias: 19450
  grt_antenna_before_repair: 1
  grt_overflow: 0
  track_usage_pct: 20.15
  grt_max_degree: 38
  grt_first_pass_wirelength_um: 91760
hold_path:
  whs_path_depth: 4
  min_path_type: "in -> out"
  min_from: "equ"
  holdPathEnd: "out_n[2]"
flow_run:
  warnings: 40
  max-cap-violations: 0
==> cells in the mapped netlist, drive strengths merged (31+ instances only) <==
cell	n
a21o	48
o211ai	39
xor2	50
xnor2	103
nand3	65
nor3	64
nand4	31
clkbuf	64
inv	256
a31oi	31
mux2i	105
fa	80
nor2b	49
ha	177
a21oi	153
nor2	214
a211oi	34
o21ai	135
nand2	200
==> cell families (layout without fill, tap and decap cells) <==
| family | after synthesis | count (layout) | synth area share, % |
|---|---|---|---|
| AND-OR/OR-AND | 656 | 656 | 29.00 |
| XOR/XNOR | 153 | 153 | 8.351 |
| adder cells (fa/ha/maj) | 257 | 257 | 23.52 |
| buffers and inverters | 338 | 1368 | 8.065 |
| multiplexers | 134 | 134 | 8.513 |
| AND/OR/NAND/NOR | 753 | 753 | 22.55 |
==> what timing repair did <==
| action | in CTS | in global routing |
|---|---|---|
| setup buffers | 186 | 60 |
| pin swaps | 165 | 120 |
| endpoints found under the setup margin | 10 | 10 |
| resized | 282 | 182 |
==> per-stage QoR <==
| stage | worst slack, ns | util, % |
|---|---|---|
| floorplan | -3.602 | - |
| global placement | -4.410 | 45.93 |
| detailed placement | -4.749 | 45.93 |
| CTS | -3.005 | 50.47 |
| global route | -5.404 | 52.85 |
| finish | -3.305 | 52.85 |
==> worst min-delay path, delay by kind of cell <==
kind | cells | cell delay (ns)
buffers and inverters | 2 | 0.92
and+or+nand+nor | 1 | 0.17
AOI/OAI and AO/OA | 1 | 0.05
==> metal layers <==
metal	track usage (%)	part of all wire [%]	routed length [um]
met1	29.71	49	27810
met2	33.10	45	25760
met3	1.657	4.5	2554
met4	2.399	1.3	757
met5	0	0.023	13
==> worst max path at each step <==
stage,to,slack [ns],cells after the start,from
global route,out_n[0],-5.40,219,in_n1[1]
finish,out_n[0],-3.30,214,in_n4[3]
CTS,out_n[0],-3.00,209,in_n1[1]
==> final cells by class <==
class | instances | share of cell area, %
timing repair buffer | 1111 | 30.68
multi-input combinational | 1953 | 62.71
inverter | 257 | 3.535
tap | 688 | 3.075
